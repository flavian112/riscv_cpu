==> ./design.v <==
module instruction_reg (
  input             clk, 
  input             rstn, 
  input             we,
  input      [31:0] pc_in, instr_in,
  output reg [31:0] pc_buf, instr
);
always @ (posedge clk or negedge rstn) begin
  if (!rstn) begin
    pc_buf <= 32'b0;
    instr  <= 32'b0;
  end else if (we) begin
    pc_buf <= pc_in;
    instr  <= instr_in;
  end
end
endmodule
==> ./run.sh <==
#!/bin/bash
# OpenROAD 26Q1-2900-gdf79404cd8, Yosys 0.63+post, stock flow scripts
make -C /OpenROAD-flow-scripts/flow DESIGN_CONFIG=/design/flow/config.mk WORK_HOME=/design/flow/orfs finish
==> ./config.mk <==
export PLATFORM = sky130hd
export DESIGN_NAME = instruction_reg
export DESIGN_NICKNAME = instruction_reg
export VERILOG_FILES = /design/flow/design.v
export SDC_FILE = /design/flow/constraint.sdc
export NUM_CORES = 4
export LEC_CHECK = 1
export CORE_UTILIZATION = 40
==> ./constraint.sdc <==
current_design instruction_reg

set clk_period 1.0
set clk_io_pct 0.2

create_clock -name clk0 -period $clk_period [get_ports {clk}]

set non_clock_inputs [all_inputs -no_clocks]
set_input_delay [expr $clk_period * $clk_io_pct] -clock clk0 $non_clock_inputs
set_output_delay [expr $clk_period * $clk_io_pct] -clock clk0 [all_outputs]
==> impl_metrics.prom <==
# HELP chip_impl_metric Yosys and OpenROAD flow results
# TYPE chip_impl_metric gauge
chip_impl_metric{name="number_of_global_route_vias_before_repair",unit=""} 1805
chip_impl_metric{name="detail_route.antenna_diodes",unit=""} 0
chip_impl_metric{name="post_layout_nonfiller_instances",unit=""} 405
chip_impl_metric{name="area_delta_synth_final",unit="%"} 60.8
chip_impl_metric{name="finalWirelength",unit="um"} 5720
chip_impl_metric{name="detail_route.drc_violations",unit=""} 0
chip_impl_metric{name="max-vdd-ir-drop",unit="mV"} 0.737
chip_impl_metric{name="report.final.slew_viol_count",unit=""} 0
chip_impl_metric{name="ys_seq_share",unit=""} 0.598
chip_impl_metric{name="fp.dieH",unit="um"} 83.8
chip_impl_metric{name="worstPathRequired",unit="ns"} 0.80
chip_impl_metric{name="horizontal_extent_of_the_die",unit="um"} 83.8
chip_impl_metric{name="yosys.area.top_type_share",unit=""} 0.598
chip_impl_metric{name="timing.final.hold_violations",unit=""} 64
chip_impl_metric{name="timing.final.ws_setup",unit="ns"} -0.0281
chip_impl_metric{name="layout-drive-gt1-share",unit=""} 0.607
chip_impl_metric{name="synth.yosys.chip_area",unit="sq um"} 2680
chip_impl_info{name="synth.top_cells.by_area",value="sky130_fd_sc_hd__dfrtp_1 60%, sky130_fd_sc_hd__mux2_4 34%, sky130_fd_sc_hd__buf_12 4.5%"} 1
chip_impl_metric{name="setup.reg_to_reg.worst_slack",unit="ns"} 0.01
chip_impl_metric{name="worst_skew_pair_latency",unit="ns"} 0.32
chip_impl_info{name="status",value="complete, but fails checks"} 1
chip_impl_info{name="violated_checks",value="hold timing, setup timing"} 1
chip_impl_metric{name="via_count",unit=""} 1780
chip_impl_metric{name="cts.reportedPaths.clkPinSlew",unit="ns"} 0.07
chip_impl_metric{name="core_util_floorplan",unit=""} 0.417
chip_impl_metric{name="place.detailed.hpwl",unit="um"} 3650
chip_impl_metric{name="cts_buffer_depth",unit=""} 2
chip_impl_metric{name="drt-wirelength-per-cell",unit="um"} 14.1
chip_impl_metric{name="design_power_total",unit="mW"} 6.76
chip_impl_info{name="cp_cell_sequence",value="buf_2"} 1
chip_impl_metric{name="worst_pin_slew",unit="ns"} 0.335
chip_impl_metric{name="flop_area",unit="sq um"} 1600
chip_impl_metric{name="ctsHtreeMaxLevel",unit=""} 3
chip_impl_metric{name="synth.avg_cell_area",unit="sq um"} 19.8
chip_impl_metric{name="power.leakage",unit="nW"} 2.17
chip_impl_metric{name="final.hold.worst_slack",unit="ns"} -0.118
chip_impl_metric{name="setup-violations-final",unit=""} 60
chip_impl_info{name="cpMaxStageDelayCell",value="sky130_fd_sc_hd__dfrtp_1"} 1
chip_impl_metric{name="grt_antenna_before_repair",unit=""} 0
chip_impl_metric{name="ant_nets",unit=""} 0
chip_impl_metric{name="post_synth_num_cell_types",unit=""} 5
chip_impl_metric{name="finalCoreUtilization",unit=""} 0.671
chip_impl_info{name="timing.rr.start",value="instr[21]$_DFFE_PN0P_"} 1
chip_impl_metric{name="total_gr_overflow",unit=""} 0
chip_impl_metric{name="cts_made_buffers",unit=""} 9
chip_impl_info{name="cp_top_family",value="flip-flops"} 1
chip_impl_metric{name="critical_path.max_fanout",unit=""} 2
chip_impl_info{name="clock_tree_from_tritoncts",value="yes"} 1
chip_impl_metric{name="tool_warnings",unit=""} 30
chip_impl_metric{name="worst_r2r_path_depth",unit=""} 3
chip_impl_info{name="rsz0062_at_grt",value="yes"} 1
chip_impl_metric{name="groute.usage.overall",unit=""} 0.175
chip_impl_info{name="clk_root_buffer_cell",value="sky130_fd_sc_hd__clkbuf_8"} 1
chip_impl_metric{name="dp_cells",unit=""} 354
chip_impl_metric{name="cpPeakStageDelay",unit="ns"} 0.38
chip_impl_metric{name="power_density",unit="nW/um^2"} 1570
chip_impl_metric{name="first_pass_grt_wire_length",unit="um"} 9340
chip_impl_metric{name="synth_stat.cells",unit=""} 135
chip_impl_metric{name="setup_tns",unit="ns"} -0.782
chip_impl_metric{name="port-buffer-count",unit=""} 130
chip_impl_metric{name="number_of_instances_in_the_synthesized_netlist",unit=""} 135
chip_impl_metric{name="floorplan.core_area",unit="sq um"} 6420
chip_impl_info{name="cp-end-kind",value="primary output"} 1
chip_impl_metric{name="max_freq",unit="GHz"} 0.973
chip_impl_metric{name="final_weighted_congestion_of_routability_driven_global_placement",unit=""} 0.721
chip_impl_metric{name="logic_area",unit="sq um"} 946
chip_impl_info{name="min_path_type",value="input pin to async pin"} 1
chip_impl_metric{name="pin_count",unit=""} 131
chip_impl_info{name="post-synth-top-area-cell",value="sky130_fd_sc_hd__dfrtp_1"} 1
chip_impl_metric{name="relSlewSlack",unit=""} 0.777
chip_impl_info{name="timing.rr.end",value="instr[21]$_DFFE_PN0P_"} 1
chip_impl_metric{name="design.die.area",unit="sq um"} 7030
chip_impl_metric{name="final_min_period_over_clock_period",unit=""} 1.03
chip_impl_metric{name="pre_cts_slack",unit="ns"} -0.0350
chip_impl_metric{name="row_count",unit=""} 29
chip_impl_metric{name="max_capacitance_violation_count",unit=""} 0
chip_impl_metric{name="final.setup_skew",unit="ns"} 0
chip_impl_metric{name="detailedRoute.firstPassIterationCount",unit=""} 26
chip_impl_metric{name="syn-cell-area",unit="sq um"} 2680
chip_impl_metric{name="numClockSinks",unit=""} 64
chip_impl_info{name="startpoint_type",value="flip-flop"} 1
chip_impl_metric{name="synth.ff_latch_count",unit=""} 64
chip_impl_metric{name="avgViaCountPerCell",unit=""} 4.40
chip_impl_info{name="timing_worst_setup_path_type",value="flip-flop to primary output"} 1
chip_impl_metric{name="yosys_warnings",unit=""} 1
chip_impl_metric{name="worst_ep_arrival_time",unit="ns"} 0.83
chip_impl_metric{name="grt_max_degree",unit=""} 65
chip_impl_metric{name="crit_buf_inv",unit=""} 1
chip_impl_metric{name="filler_cell_count",unit=""} 469
chip_impl_metric{name="drt_iter0_drc",unit=""} 61
chip_impl_metric{name="post-route-min-period",unit="ns"} 1.03
==> state kept, by name, indices dropped and copies added, names as in the netlist <==
| name | cells |
|---|---|
| instr | 32 |
| pc_buf | 32 |
==> cell usage after synthesis, drive strengths merged <==
master / count
buf: 7
dfrtp: 64
mux2: 64
==> worst max path at each step <==
| stage | startpoint | end | slack, ns | cells after the start |
|---|---|---|---|---|
| finish | instr[23]$_DFFE_PN0P_ | instr[23] | -0.03 | 1 |
| global route | instr[2]$_DFFE_PN0P_ | instr[2] | -0.08 | 1 |
| CTS | instr[4]$_DFFE_PN0P_ | instr[4] | -0.05 | 1 |
==> kinds of logic (layout without fill, tap and decap cells) <==
logic type,after synthesis,count (layout),share of synthesized area
DFF,64,64,0.598
muxes,64,64,0.353
buffers and inverters,7,200,0.0490
==> final cells by class <==
cell class / count / share of cell area
Sequential cell: 64 / 0.372
Timing Repair Buffer: 185 / 0.335
Multi-Input combinational cell: 64 / 0.220
Clock buffer: 12 / 0.0360
Tap cell: 77 / 0.0224
Clock inverter: 3 / 0.0151
==> stage by stage <==
step                hold slack (ns)  instance area, sq um
global route                -0.0880                  4310
detailed placement            0.250                  4120
CTS                          -0.110                  4170
global placement              0.246                  4120
floorplan                   -0.0956                  2680
finish                       -0.118                  4310
==> layout by cell type (no fill, tap or decap) <==
cell type                         synthesis  final
sky130_fd_sc_hd__clkinv_2                 0      1
sky130_fd_sc_hd__mux2_4                  60     60
sky130_fd_sc_hd__mux2_2                   4      4
sky130_fd_sc_hd__buf_2                    0     65
sky130_fd_sc_hd__clkbuf_1                 0      1
sky130_fd_sc_hd__buf_6                    1      5
sky130_fd_sc_hd__clkbuf_8                 0     11
sky130_fd_sc_hd__buf_4                    0     48
sky130_fd_sc_hd__bufinv_16                0      2
sky130_fd_sc_hd__clkdlybuf4s50_1          0     64
sky130_fd_sc_hd__buf_12                   6      3
sky130_fd_sc_hd__dfrtp_1                 64     64
==> metal layers <==
metal	GRT usage	part of all wire	wire (um)
met4	0.0282	0.010	60
met1	0.314	0.47	2710
met3	0.0392	0.10	598
met2	0.229	0.41	2350
met5	0	0	0
==> power breakdown <==
part / total [mW] / switching, mW / internal [mW]
Clock: 2.44 / 0.919 / 1.52
Combinational: 1.34 / 0.321 / 1.02
Sequential: 2.98 / 0.127 / 2.85
Total: 6.76 / 1.37 / 5.40
==> what timing repair did <==
item | 4_1_cts | 5_1_grt
endpoints found under the hold margin | 64 | 64
gates cloned | 0 | 0
setup buffers | 20 | 20
gates resized | 192 | 5
setup endpoints to repair | 64 | 69
No activity file was given, so power comes from the tool's default toggle rates.
