==> flow/design.v <==
module register_file_reg (
  input             clk, 
  input             rstn,
  input      [31:0] rd1_in, 
  input      [31:0] rd2_in,
  output reg [31:0] rd1_buf,
  output reg [31:0] rd2_buf
);
always @ (posedge clk or negedge rstn) begin
  if (!rstn) begin
    rd1_buf <= 32'b0;
    rd2_buf <= 32'b0;
  end else begin
    rd1_buf <= rd1_in;
    rd2_buf <= rd2_in;
  end
end
endmodule
==> flow/run.sh <==
#!/bin/bash
# OpenROAD 26Q1-2900-gdf79404cd8, Yosys 0.63+post, stock flow scripts
make -C /OpenROAD-flow-scripts/flow DESIGN_CONFIG=/design/flow/config.mk WORK_HOME=/design/flow/orfs finish
==> flow/config.mk <==
export PLATFORM = sky130hd
export DESIGN_NAME = register_file_reg
export DESIGN_NICKNAME = register_file_reg
export VERILOG_FILES = /design/flow/design.v
export SDC_FILE = /design/flow/constraint.sdc
export NUM_CORES = 4
export LEC_CHECK = 1
export CORE_AREA = 10 10 109 109
export DIE_AREA = 0 0 119 119
==> flow/constraint.sdc <==
current_design register_file_reg

set clk_period 1.0
set clk_io_pct 0.2

create_clock -name clk0 -period $clk_period [get_ports {clk}]

set non_clock_inputs [all_inputs -no_clocks]
set_input_delay [expr $clk_period * $clk_io_pct] -clock clk0 $non_clock_inputs
set_output_delay [expr $clk_period * $clk_io_pct] -clock clk0 [all_outputs]
==> out/writeup.txt <==
In this run the full chip footprint comes out at 14160 sq um. For this run, combinational gates with multiple inputs come to 0. Entering global routing, the biggest net connects 65 pins.

The run gives -0.04571 ns for the worst slack at placement. The fmax came out at 0.9829 GHz. The worst setup path category is reg -> out. Pins over their slew limit in the final report were tallied at 0. The part of the cycle the worst path needs came out at 1.017. The post-layout worst setup margin is -0.01737 ns, and the post-synthesis sequential element count is 64. The worst path needs 1.017 ns of the cycle, external delays included. Per the TritonCTS log, the buffer count is 9. The sequential cell area fraction in the yosys report is 1.000.

The routability congestion estimate is 0.6854. Per STA, the worst path is made up of buf_2. The post-CTS setup-driven buffer insertion count was 0. The initial cell density of the core came out at 0.1661. The critical path required time was 0.80 ns; the first-pass GRT wire length was 7.997 mm. STA classifies the critical path startpoint as a flip-flop. The layout report lists the multi-input gate area as 0 sq um. The routed layout has 1065 vias.

The run gives 0 for the number of diodes added for antenna fixing. Dividing the synthesized area by the synthesized cell count gives 25.02 sq um. The final hold violation count recorded for this run is 64. According to the Yosys statistics, the synthesized design has a chip area of 1602 sq um. Per the detail_route report, routed wire per instance is 15.21 microns. Per the OpenROAD floorplan log, the width of the die is 119 microns. Dividing total power by cell area gives a power density of 1757 nW/um^2. The run gives 119 microns for the die height. For reference, the clock transition at the flip-flops on the worst setup and hold paths is 0.06 ns. For the leakage component of the power, the log shows 1.355 nW. Number of port buffers: 129. Cell total in the yosys stat output: 64. For this run, the detailed router reports a per-instance via density of 3.132. The iteration count recorded for the first detailed-route pass is 3.

The worst-case IR drop observed on VDD is 0.4163 mV. The logs give a warning total of 29. The count of distinct cell types in the synthesized netlist is 1, and the maximum count of clock buffers along a single path is 2.

Per the log, the first TritonRoute iteration ended with a DRC count of 13. The flow ran to the end, but the final reports show violations. With the maximum fanout count along the critical path at 1, the overall fraction of global-route tracks in use is 0.07346. The worst hold margin was -0.1242 ns.

At the pin with the least slew margin, the transition time is 0.3285 ns. Summing internal, switching and leakage power gives 0.005153 W. TritonCTS built the clock tree.

The core footprint was 9639 sq um. In the synthesized netlist, the number of instances is 64. In the placement report, post-DP HPWL is listed as 4.145 mm.

Fraction of layout cells with a size suffix above 1: 0.3816. The number of nets with antenna violations after routing is 0. Area of the mapped netlist: 1602 sq um. The buffering stage count on the worst path with inverters included is 1.

The count of boundary I/O pins is 130. The kind of cell with the highest combined delay along the critical path is flip-flops. Endpoints with negative setup slack in the final report add up to 7.

The final reports fail on hold timing, setup timing. For this run the aggregate overflow at the end of global routing stands at 0. The clock sink count came out at 64.

TritonRoute reported its final design rule violation total as 0. The number of warnings printed during yosys synthesis was 1; the floorplan row count was 36. The logs give 0 for the number of antenna violations at the first check in global routing and 0 for the tally of max-capacitance violations. Worst min-delay path category: in -> async.

Clock tree synthesis selected as its root buffer the cell sky130_fd_sc_hd__clkbuf_8. In the post-route report, total wirelength is listed as 5.170 mm. Looking at the clock tree report, the H-tree level count equals 3. The headroom to the max-slew limit was 0.7810; the longest individual stage delay on the worst path was 0.37 ns. Setup repair after global routing could not meet its margin everywhere.

Via count of the first global-routing pass: 1222. For this design, the slowest cell found on the critical path is sky130_fd_sc_hd__dfrtp_1. The OpenROAD report gives the critical path a data arrival time of 0.82 ns. STA classifies the critical path endpoint as an output pin. From synthesis to final layout, the design area changed by 83.12%.
## per-layer routing
layer / share of wire / vias up / GRT usage
met5: 0 / - / 0
met4: 0.017 / 0 / 0.01145
met3: 0.12 / 10 / 0.04412
met2: 0.46 / 72 / 0.1093
met1: 0.40 / 506 / 0.09246
li1: - / 477 / -
## synth_stat cells, drive strengths merged
cell / count / area, sq um
dfrtp: 64 / 1602
## worst paths after layout
path / from / end / slack (ns) / depth (start not counted)
max: rd2_buf[3]$_DFF_PN0_ / rd2_buf[3] / -0.02 / 1
min: rstn / rd1_buf[29]$_DFF_PN0_ / -0.12 / 2
max in group asynchronous: rstn / rd2_buf[14]$_DFF_PN0_ / 0.86 / 2
min in group clk0: rd1_in[29] / rd1_buf[29]$_DFF_PN0_ / 0.31 / 1
## registers in the layout (all words and copies together) (netlist names)
register and flops:
rd1_buf 32, rd2_buf 32
## final cells by class
class | count | area (sq um)
fill | 1002 | 6706
sequential | 64 | 1602
tap | 133 | 166.4
timing repair buffer | 130 | 985.9
clock buffer | 13 | 178.9
## logic make-up after synthesis
| family | after synthesis | synth area share |
|---|---|---|
| DFF | 64 | 1.000 |
## power by group
| part | switching, W | internal (W) |
|---|---|---|
| registers | 0.0000266 | 0.00272 |
| logic | 0.000117 | 0.000308 |
| clock network | 0.000852 | 0.00113 |
## repair_timing
| item | in CTS | in global routing |
|---|---|---|
| gates resized | 200 | 0 |
| endpoints found under the hold margin | 64 | 64 |
| endpoints found under the setup margin | 64 | 64 |
| pin swaps | 0 | 0 |
## cells in the final DEF (no fill, tap or decap)
| cell | n |
|---|---|
| sky130_fd_sc_hd__buf_2 | 65 |
| sky130_fd_sc_hd__clkdlybuf4s50_1 | 64 |
| sky130_fd_sc_hd__dfrtp_1 | 64 |
| sky130_fd_sc_hd__clkbuf_8 | 13 |
| sky130_fd_sc_hd__buf_12 | 1 |
## through the flow
step           instances  TNS (ns)    util  instance area [sq um]  hold WS, ns
2_1_floorplan         64         0       -                   1602     -0.09559
3_3_place_gp         327  -0.05409  0.3189                   3074       0.2377
3_5_place_dp         327  -0.07242  0.3189                   3074       0.2420
4_1_cts              340    -1.499  0.3043                   2933      -0.1303
5_1_grt              340    -2.867  0.3043                   2933      -0.1142
6_report             340  -0.05468  0.3043                   2933      -0.1242
Power figures rest on the tool's default switching activity, not on a simulated workload.
