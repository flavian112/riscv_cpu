==> run.sh <==
#!/bin/bash
# OpenROAD 26Q1-2900-gdf79404cd8, Yosys 0.63+post, stock flow scripts
make -C /OpenROAD-flow-scripts/flow DESIGN_CONFIG=/design/flow/config.mk WORK_HOME=/design/flow/orfs finish
==> config.mk <==
export PLATFORM = sky130hd
export DESIGN_NAME = register_file
export DESIGN_NICKNAME = register_file
export VERILOG_FILES = /design/flow/design.v
export SDC_FILE = /design/flow/constraint.sdc
export NUM_CORES = 4
export LEC_CHECK = 1
export CORE_UTILIZATION = 50
==> constraint.sdc <==
current_design register_file

set clk_period 7.2
set clk_io_pct 0.2

create_clock -name clk0 -period $clk_period [get_ports {clk}]

set non_clock_inputs [all_inputs -no_clocks]
set_input_delay [expr $clk_period * $clk_io_pct] -clock clk0 $non_clock_inputs
set_output_delay [expr $clk_period * $clk_io_pct] -clock clk0 [all_outputs]
==> design.v <==
module register_file (
  input         clk, 
  input         rstn, 
  input         we,
  input   [4:0] ra1, 
  input   [4:0] ra2, 
  input   [4:0] wa3,
  input  [31:0] wd3,
  output [31:0] rd1, 
  output [31:0] rd2
);
reg [31:0] regs[31:1];
wire [31:0] reg_x0_zero,
            reg_x1_ra,
            reg_x2_sp,
            reg_x3_gp,
            reg_x4_tp,
            reg_x5_t0,
            reg_x6_t1,
            reg_x7_t2,
            reg_x8_s0_fp,
            reg_x9_s1,
            reg_x10_a0,
            reg_x11_a1,
            reg_x12_a2,
            reg_x13_a3,
            reg_x14_a4,
            reg_x15_a5,
            reg_x16_a6,
            reg_x17_a7,
            reg_x18_s2,
            reg_x19_s3,
            reg_x20_s4,
            reg_x21_s5,
            reg_x22_s6,
            reg_x23_s7,
            reg_x24_s8,
            reg_x25_s9,
            reg_x26_s10,
            reg_x27_s11,
            reg_x28_t3,
            reg_x29_t4,
            reg_x30_t5,
            reg_x31_t6;
assign reg_x0_zero  = 32'b0;
assign reg_x1_ra    = regs[1];
assign reg_x2_sp    = regs[2];
assign reg_x3_gp    = regs[3];
assign reg_x4_tp    = regs[4];
assign reg_x5_t0    = regs[5];
assign reg_x6_t1    = regs[6];
assign reg_x7_t2    = regs[7];
assign reg_x8_s0_fp = regs[8];
assign reg_x9_s1    = regs[9];
assign reg_x10_a0   = regs[10];
assign reg_x11_a1   = regs[11];
assign reg_x12_a2   = regs[12];
assign reg_x13_a3   = regs[13];
assign reg_x14_a4   = regs[14];
assign reg_x15_a5   = regs[15];
assign reg_x16_a6   = regs[16];
assign reg_x17_a7   = regs[17];
assign reg_x18_s2   = regs[18];
assign reg_x19_s3   = regs[19];
assign reg_x20_s4   = regs[20];
assign reg_x21_s5   = regs[21];
assign reg_x22_s6   = regs[22];
assign reg_x23_s7   = regs[23];
assign reg_x24_s8   = regs[24];
assign reg_x25_s9   = regs[25];
assign reg_x26_s10  = regs[26];
assign reg_x27_s11  = regs[27];
assign reg_x28_t3   = regs[28];
assign reg_x29_t4   = regs[29];
assign reg_x30_t5   = regs[30];
assign reg_x31_t6   = regs[31];
assign rd1 = ra1 == 0 ? 32'b0 : regs[ra1];
assign rd2 = ra2 == 0 ? 32'b0 : regs[ra2];
always @ (posedge clk) begin
  if (we && (wa3 != 0)) regs[wa3] <= wd3;
end
endmodule
==> results.txt <==
Implementation run completed; key figures follow.

STA:
- The clock period could shrink to 6150 ps.
- The run puts the headroom to the max-slew limit at 32.0%.
- The highest clock rate this design can be run at is 163 MHz.
- Of the available clock period, the critical path in the final layout requires 85.4%.
- The run gives the final count of pins violating max slew as 0.
- Setup repair after global routing left no endpoint under its margin.
- The run puts the final hold violation count at 0.
- The run gives the final setup TNS as 0 ps.
- The run puts the minimum setup slack in the final design at 1050 ps.
- The run gives the transition at the pin with the smallest max-transition slack as 1020 ps.
- The run gives the setup-violating endpoint count in the final report as 0.

Yosys:
- The run gives the yosys cell count as 2,601.
- The warning tally printed by Yosys for this design is 1.
- According to the Yosys statistics, the synthesized design has a chip area of 46,500 um2.
- The run gives the total of flip-flops plus latches after synthesis as 992.
- The run puts the adder-cell area share of the yosys netlist at 0%.
- The run gives the most area-hungry cell type in the Yosys netlist as sky130_fd_sc_hd__edfxtp_1.
- The run puts the share of async-settable or async-resettable flops after synthesis at 0%.
- The run gives the fraction of synthesized cell area taken by the top area cell type as 64.1%.
- In the Yosys report, the sequential cells make up 64.1% of the chip area.
- Sorting the synthesized cells by area gives the leading types as sky130_fd_sc_hd__edfxtp_1 (64%), sky130_fd_sc_hd__mux4_2 (16%), sky130_fd_sc_hd__mux2i_1 (6.8%), sky130_fd_sc_hd__a22oi_1 (1.5%), sky130_fd_sc_hd__nor2_1 (0.93%).
- The run gives the dominant register cell in the synthesized netlist as sky130_fd_sc_hd__edfxtp_1.
- The run gives the average size of a mapped cell as 17.9 um2.
- The run gives the simple-gate portion of the synthesized area as 3.85%.
- The run puts the aoi/oai-family share of the synthesized area at 5.17%.
- The run gives the number of standard cells after synthesis as 2,601.
- The run gives the share of the synthesized netlist area taken by xor and xnor gates as 0%.
- The run gives the main logic family after synthesis as multiplexers.
- Yosys reports the multiplexer fraction of the synthesized area as 24.6%.
- In this run, synthesis inferred 992 flip-flops with an integrated enable.
- The run puts the unique cell type count in the Yosys netlist at 38.
- The run puts the post-synthesis instance area at 46,500 um2.

Worst hold path:
- The path with the worst hold slack has its endpoint at regs[13][25].
- The type recorded for the worst min-delay path is input pin to flip-flop.
- The run gives the launch instance of the worst min-delay path as wd3[25].
- The run puts the number of instances on the worst hold path at 2.

Die:
- The run puts the count of boundary I/O pins at 114.
- The run puts the number of placement rows at 111.
- The run gives the standard cell core area as 91,900 um2.
- The run gives the vertical die dimension as 307 um.
- Once the floorplan was initialized, standard cells occupied 50.6% of the core.
- The die covers 94,200 um2.
- Measured along the x axis, the die boundary spans 307 um.

Clock network:
- The run gives the number of buffers created by CTS as 106.
- The run puts the buffers inserted during post-CTS setup optimization at 0.
- The run puts the clock-pin slew of the registers on the worst-case setup and hold paths at 60 ps.
- The run gives the TritonCTS clock tree as built.
- For this design, the CTS-stage hold fixing added 0 buffers.
- The run gives the total clock sinks as 992.
- The run gives the post-cts gate resize count as 0.
- CTS built an H-tree with a depth of 3.
- Clock tree synthesis selected as its root buffer the cell sky130_fd_sc_hd__clkbuf_16.
- The run gives the maximum number of buffers from clock root to sink as 3.

Flow run:
- The tool warning count for the run is 26.
- The run gives the number of max-cap violations as 0.

Global routing:
- Entering global routing, the biggest net connects 65 pins.
- The run gives the wire length of the first global-routing pass as 201 mm.
- The run puts the overflow left after global routing at 0.
- The run puts the initial antenna violation count at 6.
- The number of global-route vias before repair was 29.8k.
- The run gives the overall global routing resource usage as 33.7%.

Setup path:
- Per STA, the worst path is made up of clkdlybuf4s50_1 -> buf_4 -> nor2_2 -> buf_4 -> a22oi_1 -> and3_1 -> a31oi_1 -> clkdlybuf4s50_1.
- STA classifies the critical path startpoint as an input pin.
- Looking at the critical path, the single cell with the biggest stage delay is sky130_fd_sc_hd__clkdlybuf4s50_1.
- Data on the critical path arrives at its endpoint at 4710 ps.
- The critical path endpoint has a required time of 5760 ps.
- Per the timing report, the biggest fanout along the worst path comes to 17.
- The run puts the delay contributed by the slowest stage of the critical path at 690 ps.
- The worst setup path is of the input pin to primary output kind.
- The worst setup path is captured at a primary output.

Power and ir drop:
- The run puts the reported leakage power at 0.0174 uW.
- Summing internal, switching and leakage power gives 12,800 uW.
- The run gives the switching component of the power as 2890 uW.
- Registers are responsible for 50.4% of the overall power.
- The run puts the share of total power consumed by net switching at 22.6%.
- The run gives the share of power burned in combinational logic as 9.1%.
- Looking at the VDD voltage map, the peak drop is 0.200 mV.
- The run gives the internal cell power as 9910 uW.
- For this design the ratio of total power to cell area is 243 nW/um2.
- Looking at the power breakdown, the clock network takes 40.5% of the total.

Layout:
- The run puts the layout overhead on the synthesized area at 13.3%.
- Summing all non-filler instances in the final layout gives an area of 52,700 um2.
- The run gives the share of post-route cells with drive strength above 1 as 24.4%.
- The register with the most flip-flops in the final layout is regs.
- The register with the most flip-flops in the layout has 992 of them.
- The registers reported with the highest flop counts are regs: 992 flops.

Place:
- During placement, the flow inserted port buffers numbering 112.
- The run gives the placed wire-length estimate as 79.2 mm.
- The run puts the routability-driven placement congestion ratio at 0.851.
- The run puts the setup slack at placement at 1060 ps.
- The run gives the post-placement cell area as 49,400 um2.

Drt:
- The run gives the number of routed nets with antenna violations as 0.
- The run gives the residual DRC count as 0.
- For this block, the initial DRC count from the detailed router was 1,827.
- The run gives the routed wire length as 138 mm.
- The routed layout has 26.8k vias.
- The run puts the number of iterations in the first detailed-routing pass at 5.
- The run puts the detailed-route wire length per cell at 34.0 um.
- The run gives the average vias per placed instance as 6.60.

Outcome:
- The run finished with clean final reports.
layout make-up:
| cell class | count | area, um2 |
|---|---|---|
| clock inverters | 58 | 463 |
| diodes | 3 | 7.51 |
| inverters | 1 | 3.75 |
| clock buffers | 134 | 2800 |
| repair buffers | 232 | 2180 |
| flip-flops and latches | 992 | 29800 |
| fillers | 6742 | 39200 |
| well taps | 1243 | 1560 |
| multi-input cells | 1404 | 15900 |
cell usage in the layout, fill, tap and decap left out, types with 3 or more instances in the layout:
| cell | instances |
|---|---|
| sky130_fd_sc_hd__a31oi_1 | 14 |
| sky130_fd_sc_hd__a22o_1 | 45 |
| sky130_fd_sc_hd__and2_1 | 33 |
| sky130_fd_sc_hd__clkdlybuf4s50_1 | 104 |
| sky130_fd_sc_hd__nand2_1 | 89 |
| sky130_fd_sc_hd__o21ai_0 | 14 |
| sky130_fd_sc_hd__clkinv_2 | 19 |
| sky130_fd_sc_hd__a21oi_1 | 68 |
| sky130_fd_sc_hd__buf_12 | 12 |
| sky130_fd_sc_hd__nand4_1 | 18 |
| sky130_fd_sc_hd__mux4_1 | 9 |
| sky130_fd_sc_hd__buf_8 | 3 |
| sky130_fd_sc_hd__nor2b_4 | 3 |
| sky130_fd_sc_hd__nor2_4 | 32 |
| sky130_fd_sc_hd__mux2_2 | 34 |
| sky130_fd_sc_hd__clkinv_1 | 25 |
| sky130_fd_sc_hd__and3_1 | 14 |
| sky130_fd_sc_hd__diode_2 | 3 |
| sky130_fd_sc_hd__clkbuf_1 | 26 |
| sky130_fd_sc_hd__a211o_1 | 31 |
| sky130_fd_sc_hd__mux4_2 | 339 |
| sky130_fd_sc_hd__nand3_1 | 52 |
| sky130_fd_sc_hd__clkinvlp_4 | 4 |
| sky130_fd_sc_hd__a211oi_1 | 18 |
| sky130_fd_sc_hd__nor2_1 | 82 |
| sky130_fd_sc_hd__a311o_1 | 31 |
| sky130_fd_sc_hd__or3b_2 | 3 |
| sky130_fd_sc_hd__nand3b_1 | 6 |
| sky130_fd_sc_hd__o21ai_1 | 18 |
| sky130_fd_sc_hd__nor2b_1 | 31 |
| sky130_fd_sc_hd__bufinv_16 | 7 |
| sky130_fd_sc_hd__a22oi_1 | 92 |
| sky130_fd_sc_hd__clkbuf_16 | 108 |
| sky130_fd_sc_hd__buf_4 | 110 |
| sky130_fd_sc_hd__edfxtp_1 | 992 |
| sky130_fd_sc_hd__mux2i_1 | 316 |
power groups by stage:
stage	sequential, uW	clock (uW)	combinational, uW
after global routing	6460	5470	1240
after CTS	6460	5270	1170
final	6460	5180	1160
through the flow:
| step | util [%] | hold slack, ps | std cells |
|---|---|---|---|
| final | 57.3 | 1580 | 4067 |
| after global routing | 57.3 | 1580 | 4066 |
| after CTS | 57.3 | 1540 | 4064 |
| after detailed placement | 53.8 | 2270 | 3872 |
| after global placement | 53.8 | 2260 | 3872 |
| after floorplan | - | 1540 | 2601 |
critical path: cells and delay by family:
family / cells / cell delay, ps
and+or+nand+nor: 2 / 610
buffers and inverters: 4 / 2030
AOI/OAI and AO/OA: 2 / 620
metal layers:
layer	global-route usage, %	part of all wire, %	vias up
li1	-	-	11200
met1	44.1	32	13500
met2	48.0	47	1888
met3	23.8	17	309
met4	8.94	3.6	12
met5	2.48	0.15	-
how the worst max path moves through the flow:
stage,from,to,slack [ps],depth (start not counted)
after CTS,ra2[4],rd2[3],1050,8
after global routing,ra2[4],rd2[4],920,7
final,ra2[4],rd2[3],1050,8
cell usage after synthesis, types with 36 or more instances:
master                       n
sky130_fd_sc_hd__a21oi_1    68
sky130_fd_sc_hd__a22o_1     45
sky130_fd_sc_hd__a22oi_1    92
sky130_fd_sc_hd__buf_2      58
sky130_fd_sc_hd__clkbuf_1   85
sky130_fd_sc_hd__edfxtp_1  992
sky130_fd_sc_hd__mux2i_1   316
sky130_fd_sc_hd__mux4_2    339
sky130_fd_sc_hd__nand2_1    89
sky130_fd_sc_hd__nand3_1    52
sky130_fd_sc_hd__nor2_1    115
sky130_fd_sc_hd__nor2b_1    36
cell families after synthesis:
kind of cell           count (synthesis)
AOI/OAI and AO/OA                    332
buffers and inverters                205
DFF                                  992
muxes                                698
and+or+nand+nor                      374
No activity file was given, so power comes from the tool's default toggle rates.
